**flow/run.sh**
```bash
#!/bin/bash
# OpenROAD 26Q1-2900-gdf79404cd8, Yosys 0.63+post, stock flow scripts
make -C /OpenROAD-flow-scripts/flow DESIGN_CONFIG=/design/flow/config.mk WORK_HOME=/design/flow/orfs finish
```
**flow/config.mk**
```make
export PLATFORM = sky130hd
export DESIGN_NAME = pc
export DESIGN_NICKNAME = pc
export VERILOG_FILES = /design/flow/design.v
export SDC_FILE = /design/flow/constraint.sdc
export NUM_CORES = 4
export LEC_CHECK = 1
export CORE_AREA = 10 10 70 70
export DIE_AREA = 0 0 80 80
```
**flow/constraint.sdc**
```tcl
current_design pc

set clk_period 1.3
set clk_io_pct 0.2

create_clock -name clk0 -period $clk_period [get_ports {clk}]

set non_clock_inputs [all_inputs -no_clocks]
set_input_delay [expr $clk_period * $clk_io_pct] -clock clk0 $non_clock_inputs
set_output_delay [expr $clk_period * $clk_io_pct] -clock clk0 [all_outputs]
```
**flow/design.v**
```verilog
module dff(output reg q,
    input d,clk,reset);
    always @(posedge clk or posedge reset) begin
        if(~reset) begin
            q<=1'b0;
        end 
        else begin
            q<=d;
        end
    end
endmodule
module pc(output reg [4:0] instr,
input clk,reset);
genvar i;
always @(posedge clk ) begin
    if(~reset) begin
        instr=instr+1;
    end
    else begin
        instr=0;
    end
end
endmodule
```
==> impl.org <==
* Implementation run

** Critical path
- The critical path goes through dlygate4sd2_1.
- Master of the slowest instance on the critical path :: dfxtp_1
- The setup check on the worst reg-to-reg path leaves a slack of 0.23 ns.
- Grouping stages by cell kind, the critical path spends the most delay in flip-flops.
- The worst register-to-register path begins at instr[0].
- Max fanout on the critical path was recorded as 3.
- Delay contributed by the slowest stage of the critical path :: 0.35 ns
- Endpoint of the worst-slack reg-to-reg timing path :: instr[4]
- Worst Reg-to-Reg Cells :: 3
- Critical Path Sink Type :: primary output
- Required time at the worst-slack endpoint :: 1.04 ns
- Arrival time of data at the critical path endpoint :: 0.84 ns
- The critical path in this run is classified as reg2out.
- Critical path launch point type :: register
- Along the critical path, the tally of buffer and inverter instances is 1.

** Clocking
- Hold buffer count at cts :: 0
- Clock buffer count from CTS :: 3
- Clk ins delay skew pair :: around 0.25 ns
- Buffer depth of the longest clock path :: 2
- Clock Sinks :: 5
- TritonCTS clock tree :: yes
- CTS placed an instance of clkbuf_4 at the clock tree root.
- Clock slew at reported path FFs :: 0.04 ns
- Number of H-tree branching levels :: 1

** Final timing
- Slew Limit Headroom :: 87.4%
- Max Fclk :: 909 MHz
- In the final run the clock tree shows a worst skew of 0.00607 ns.
- For this run, the final setup violation count is recorded as 0.
- The final max-slew violation count recorded for this run is 0.
- RSZ-0062 raised after global routing :: false
- The final critical path takes up about 85% of the cycle.
- Final-report hold violation count :: 0
- The final layout reports a setup TNS of 0 ns.
- The worst path needs 1.10 ns of the cycle, external delays included.
- Least setup slack across all paths after layout :: 0.200 ns
- At the pin with the least slew margin, the transition time is about 0.19 ns.

** Power
- Total power normalized to cell area comes to approximately 1000 nW/um2.
- Largest voltage drop on the vdd net :: 0.238 mV
- Overall power after layout :: slightly below 0.4 mW
- Per the OpenROAD power report, leakage power amounts to 0.206 nW.

** Floorplan
- Count of pins on the block boundary :: 7
- Core region area :: 3420 um2
- Number of placement rows :: 21
- FP Util :: under 10%
- Die Size :: 6400 um2
- Die height :: ~80 um
- The horizontal die dimension reported for this design is 80 um.

** Routing
- Total DRC errors in the routed layout :: 0
- Via count of the routed design :: 174
- Per the log, the first TritonRoute iteration ended with a DRC count of 1.
- Average detailed-routed wire length per instance :: 7.80 um
- Once detail routing completed, the nets flagged for antenna violations numbered 0.
- The routed design shows a via density per instance of 2.20.
- Total Wirelength :: roughly 620 um
- Number of search-and-repair iterations in the first detailed-routing pass :: 3

** Synthesis
- Average size of a mapped cell :: between 10 and 15 um2
- The synthesized design contains 5 register bits.
- Area of the synthesized netlist per yosys stat :: just under 200 um2
- Counting every instance in the synthesized netlist gives 18.
- Sequential elements use 51.3% of the synthesized area.
- The synthesis report lists the Yosys warning total as 1.
- Number of distinct library cells after synthesis :: 7
- After synthesis the cells add up to between 150 and 200 um2.
- Yosys Instances :: 18

** Job
- OpenROAD warning count :: 25
- # Max-Cap Violations :: 0

** Hold path
- The worst hold path begins at instr[0].
- Depth of the worst hold-timing path :: 1
- The type recorded for the worst min-delay path is reg2reg.
- Hold analysis lists the worst path endpoint as instr[0].

** GRT
- Number of global-route vias before repair :: 193
- Number of antenna violations at the first check in global routing :: 1
- Total GRT Usage :: between 2 and 2.5%
- Pin count of the biggest net entering global routing :: 6
- Overall overflow remaining after global route :: 0
- The first global-routing pass estimated 938 um of wire.

** Finish
- The area taken by multi-input combinational cells is reported as between 90 and 100 um2.
- Fraction of layout instances using a drive strength above 1 :: 40.6%
- Non-Filler Instances :: around 80
- Area Overhead vs Synth :: 95.5%
- Layout filler cell count :: between 400 and 500
- Summing all non-filler instances in the final layout gives an area of ~380 um2.
- The register with the most flip-flops in the layout has 5 of them.
- Register Area :: between 100 and 150 um2

** Place
- Routability Congestion :: a little over 0.7
- Input and output buffers added on the ports amount to 6.
- Cell Count Post-Placement :: 71
- At the placement stage, the worst setup path has a slack of around 0.025 ns.
- After detailed placement, the total cell area comes to ~320 um2.

** Run status
- The flow ran to the end, and the final reports show no timing, DRC or antenna violations.
-- what timing repair did --
item,in CTS,in global routing
endpoints found under the setup margin,5,3
buffers inserted,3,0
resized,6,3
cloned,0,0
-- synth_stat cells, drive strengths merged --
| cell type | instances | area (um2) |
|---|---|---|
| dfxtp | 5 | 100 |
| ha | 1 | 12.5 |
| mux2 | 2 | 30.0 |
| nand3 | 2 | 10.0 |
| nor2 | 4 | 15.0 |
| nor2b | 3 | 18.8 |
| xnor2 | 1 | 8.76 |
-- metal layers --
metal / GRT usage (%) / share of wire [%] / wire (um)
met4: 0 / 0 / 0
met1: 1.73 / 39 / 240
met2: 2.49 / 30 / 187
met3: 4.09 / 31 / 188
met5: 0 / 0 / 0
-- how the worst max path moves through the flow --
stage	from	slack (ns)	end	depth (start not counted)
after CTS	instr[4]	0.003	instr[4]	1
after global routing	instr[0]	0.14	instr[0]	1
final	instr[1]	0.20	instr[1]	1
-- report_power, final --
| part | switching (mW) | internal (mW) | leakage (nW) |
|---|---|---|---|
| logic | 0.0153 | 0.0232 | 0.149 |
| registers | 0.00576 | 0.163 | 0.0426 |
| clock network | 0.0680 | 0.116 | 0.0150 |
-- cell usage in the layout (no fill, tap or decap) --
| cell type | instances |
|---|---|
| diode_2 | 1 |
| dfxtp_1 | 1 |
| ha_1 | 1 |
| dfxtp_2 | 4 |
| dlygate4sd2_1 | 2 |
| clkbuf_1 | 1 |
| clkdlybuf4s50_1 | 1 |
| buf_4 | 4 |
| nand3_1 | 2 |
| nor2_1 | 4 |
| clkbuf_4 | 3 |
| xnor2_1 | 1 |
| dlymetal6s2s_1 | 3 |
| nor2b_1 | 3 |
| mux2_4 | 2 |
-- area by class of cell --
class | count | share of cell area (%)
Clock buffer | 4 | 6.89
Tap cell | 46 | 15.1
Antenna cell | 1 | 0.656
Timing Repair Buffer | 10 | 24.9
Sequential cell | 5 | 27.5
Multi-Input combinational cell | 13 | 24.9
-- cells by family after synthesis --
group | Yosys count | synth area share [%]
AND/OR/NAND/NOR | 9 | 22.4
adder cells (fa/ha/maj) | 1 | 6.41
XOR/XNOR | 1 | 4.49
multiplexers | 2 | 15.4
flip-flops | 5 | 51.3
-- per-stage QoR --
| step | hold WS [ns] | utilization [%] |
|---|---|---|
| finish | 0.423 | 11.2 |
| CTS | 0.430 | 10.9 |
| global placement | 0.443 | 9.38 |
| floorplan | 0.327 | - |
| detailed placement | 0.458 | 9.38 |
| global route | 0.455 | 11.2 |
Power is estimated from default activity; no workload was simulated.
