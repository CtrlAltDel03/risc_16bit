`flow/run.sh`:
```
#!/bin/bash
# OpenROAD 26Q1-2900-gdf79404cd8, Yosys 0.63+post, stock flow scripts
make -C /OpenROAD-flow-scripts/flow DESIGN_CONFIG=/design/flow/config.mk WORK_HOME=/design/flow/orfs finish
```
`flow/config.mk`:
```
export PLATFORM = sky130hd
export DESIGN_NAME = fulladdsub
export DESIGN_NICKNAME = fulladdsub
export VERILOG_FILES = /design/flow/design.v
export SDC_FILE = /design/flow/constraint.sdc
export NUM_CORES = 4
export LEC_CHECK = 1
export CORE_AREA = 10 10 70 70
export DIE_AREA = 0 0 80 80
```
`flow/constraint.sdc`:
```
current_design fulladdsub

set clk_period 2.8
set clk_io_pct 0.2

create_clock -name clk0 -period $clk_period

set non_clock_inputs [all_inputs -no_clocks]
set_input_delay [expr $clk_period * $clk_io_pct] -clock clk0 $non_clock_inputs
set_output_delay [expr $clk_period * $clk_io_pct] -clock clk0 [all_outputs]
```
`flow/design.v`:
```
module fulladd1(
    output s,cout,
    input a,b,cin
);
wire s1,a1,a2,a3,ct;
xor x1(s1,a,b);
xor x2(s,s1,cin);
and an1(a1,a,b);
and an2(a2,cin,s1);
or o2(cout,a2,a1);
endmodule
module fulladd4(
    output s3,s2,s1,s0,cout,
    input a3,a2,a1,a0,b3,b2,b1,b0,cin
);
wire c1,c2,c3;
fulladd1 fa1(s0,c1,a0,b0,cin);
fulladd1 fa2(s1,c2,a1,b1,c1);
fulladd1 fa3(s2,c3,a2,b2,c2);
fulladd1 fa4(s3,cout,a3,b3,c3);
endmodule
module fulladdsub(
    output s3,s2,s1,s0,cout,
    input a3,a2,a1,a0,b3,b2,b1,b0,ctr
);
wire bb0,bb1,bb2,bb3,bb4;
xor x1(bb0,ctr,b0);
xor x2(bb1,ctr,b1);
xor x3(bb2,ctr,b2);
xor x4(bb3,ctr,b3);
fulladd4 fa(s3,s2,s1,s0,cout,a3,a2,a1,a0,bb3,bb2,bb1,bb0,ctr);
endmodule
```
==> CHANGELOG.md <==
### Metrics

* Status: complete, no violations
* Headroom to the max-slew limit at 0.868
* DRC at 0
* Number of fill cells in the layout at 407
* CP startpoint kind: input pin
* Most common logic cells in the final layout: clkdlybuf4s50_1, inv_1, dlygate4sd2_1, buf_2
* Vias at 137
* Pin count of the biggest net entering global routing at 4
* Yosys top cell by area: fa_1
* Post-synth area from yosys stat at 124 um2
* Pleak at between 0.0001 and 0.00015 uW
* I/O Buffers at 14
* Gate count of the mapped netlist at 13
* Seq. cell area at 0 um2
* FMAX at 370 MHz
* ANT cells at 0
* Flip-flops at 0
* WP data arrival at 2.14 ns
* CP peak stage delay at 0.39 ns
* Post-route clock period utilization at 0.964
* Die x size at 80 um
* Area Overhead vs Synth at 173%
* Mean routed wirelength per cell at 7.55 um
* Tool warnings at 32
* Hold path cells at 3
* Final number of setup-violating endpoints at 0
* Pint at 39.7 uW
* Detail Placement HPWL at 556 um
* Cell Pwr Density at 183 nW/um2
* Worst VDD drop at 0.0309 mV
* Crit end category: output pin
* Min Tclk post-route at 2.70 ns
* Hold-fix buffers, CTS at 0
* Net Switching at 22.2 uW
* Crit-path cells: buf_2 > mux2i_2 > fa_2 > fa_2 > inv_2 > fa_1 > buf_2
* Max-slew violations at 0
* Ys cells at 13
* Hold EP: s0
* Switching Fraction at 0.358
* WP buf/inv at 3
* CP delay by family, top: adder cells
* Gr ovfl total at 0
* Hold WC Path Type: input pin to output pin
* Most numerous logic cell after layout: clkdlybuf4s50_1
* Row cnt at 21
* FP Core Util at 0.0363
* Io pins at 14
* Vias in the first global route at between 150 and 200
* Post-synth seq share at 0
* Syn Area/Cell at 9.53 um2
* Unique masters post-synth at 5
* Clock network power share at 0
* Logic pwr share at 1.000
* CP max FO at 2
* Chip Area at 6400 um2
* Crit path DRT at roughly 2.2 ns
* Max Cap Viol at 0
* Slowest stage cell, crit path: fa_2
* # clk buffers at 0
* Core Footprint at 3420 um2
* Antenna Nets Post-Route at 0
* Final Hold Viols at 0
* Area leader share at 0.485
* Sequential Power Share at 0
* Post-route cell area at between 300 and 400 um2
* Gr usage total at 0.0176
* Final hold slack at 1.71 ns
* Chip Height at 80 um
* Min-delay src: b0
* WS Path Type: input pin to output pin
* Vias/cell at 1.83
* First DRT Iteration DRCs at 2
* Global placer's final weighted congestion at about 0.74
* Mapped cell area at 124 um2
* Ys Warns at 0
* Layout cells sized above 1 at 0.448
* DRT Wirelength at 566 um
* First-pass GRT wire length at 862 um
* RSZ-0062 raised after global routing: false
* Top cells by area: fa_1, inv_1, xnor2_1
* Router iterations before antenna repair at 2
* Initial antenna violation count at 0
* Worst-Margin Slew at between 0.15 and 0.2 ns
* Placed Area at around 340 um2
## power by group through the flow
stage	sequential [uW]	combinational (uW)	clock [uW]
finish	0	61.9	0
CTS	0	63.1	0
global route	0	69.8	0
## area by class of cell
class	instances	area, um2	area share
Multi-Input combinational cell	8	129	0.381
Timing Repair Buffer	16	133	0.393
Tap cell	46	57.6	0.170
Inverter	5	18.8	0.0556
## per-stage QoR
step / TNS (ns) / utilization / setup WS, ns / instances / total power (uW)
floorplan: 0 / - / 0.348 / 13 / 14.6
global placement: -1.44 / 0.0985 / -0.645 / 75 / 68.4
detailed placement: -1.54 / 0.0985 / -0.685 / 75 / 69.2
CTS: 0 / 0.0982 / 0.00626 / 75 / 63.1
global route: 0 / 0.0989 / 0.0469 / 75 / 69.8
finish: 0 / 0.0989 / 0.0996 / 75 / 61.9
## repair_timing
item	4_1_cts	5_1_grt
resized	24	2
setup endpoints to repair	4	2
pin swaps	4	2
setup buffers	0	0
## metal layers
layer / wire [um] / GRT usage / up-vias
met5: 0 / 0 / -
met2: 187 / 0.0233 / 10
met1: 269 / 0.0227 / 59
met3: 109 / 0.0148 / 0
li1: - / - / 68
met4: 0 / 0 / 0
## kinds of logic (layout without fill, tap and decap cells)
group | Yosys count | after routing | synth area share
buffers and inverters | 5 | 21 | 0.152
XOR/XNOR | 4 | 4 | 0.283
adder cells (fa/ha/maj) | 3 | 3 | 0.485
multiplexers | 1 | 1 | 0.0808
## how the worst max path moves through the flow
stage     endpoint  start  cells past startpoint
6_report        s3     b0                      7
5_1_grt       cout     b2                      6
4_1_cts         s3     b1                      7
## synthesized netlist by cell type
master / number
xnor2_1: 2
xor2_1: 2
fa_1: 3
inv_1: 5
mux2i_1: 1
Power and IR drop assume default switching activity.
