`design/flow/run.sh`:
```
#!/bin/bash
# OpenROAD 26Q1-2900-gdf79404cd8, Yosys 0.63+post, stock flow scripts
make -C /OpenROAD-flow-scripts/flow DESIGN_CONFIG=/design/flow/config.mk WORK_HOME=/design/flow/orfs finish
```
`design/flow/config.mk`:
```
export PLATFORM = sky130hd
export DESIGN_NAME = mux4_1
export DESIGN_NICKNAME = mux4_1
export VERILOG_FILES = /design/flow/design.v
export SDC_FILE = /design/flow/constraint.sdc
export NUM_CORES = 4
export LEC_CHECK = 1
export CORE_AREA = 10 10 76 76
export DIE_AREA = 0 0 86 86
```
`design/flow/constraint.sdc`:
```
current_design mux4_1

set clk_period 1.5
set clk_io_pct 0.2

create_clock -name clk0 -period $clk_period

set non_clock_inputs [all_inputs -no_clocks]
set_input_delay [expr $clk_period * $clk_io_pct] -clock clk0 $non_clock_inputs
set_output_delay [expr $clk_period * $clk_io_pct] -clock clk0 [all_outputs]
```
`design/flow/design.v`:
```
module mux4_1(
    output reg [31:0] regData,
    input [31:0] q0,q1,q2,q3,
    input [1:0] reg_no
);
always @(q1 or q2 or q3 or q0 or reg_no)
begin
    case(reg_no)
        2'b00: regData=q0;
        2'b01: regData=q1;
        2'b10: regData=q2;
        2'b11: regData=q3;
        default : regData=32'b0;
    endcase
end
endmodule
```
==> metrics.cfg <==
[timing]
slew_headroom = 0.893
rsz0062_at_grt = true
slew_violations = 0
max_freq_mhz = 674
tns_ns = 0
worst_slack_ns = 0.0165
finalHoldViolCount = 0
setup_viol = 0
tightest_slew_ns = 0.161
fin_crit_sh = 0.989
fin_crit_ns = 1.48

[setup_path]
cp.arrival_ns = 1.18
crit_path_start_kind = primary input
slowest_stage = mux4_2
crit_fanout = 7
max_stage_delay_ns = 0.30
cp_top_family = buffers and inverters
criticalPathCategory = in -> out
path_cells = clkdlybuf4s15_2 > buf_4 > mux4_2 > buf_2
crit_buf_inv = 3
crit_required_ns = 1.20
crit_path_end_kind = output pin

[worst_hold_path]
hold_start = q2[0]
hold_depth = 3
hold_end = regData[0]
hold_class = in -> out

[detailed_routing]
dr_wl_met2_mm = 3.17
vias = 1192
avgViaCountPerCell = 4.69
firstDrtPassIters = 4
antenna_cells = 0
routed_wirelength_mm = 5.97
top_layer_used = met4
met3WireLength_um = 618
drt_iter0_drc = 19
ant_nets = 0
wl_met1_mm = 2.18
route.detailed.drc = 0
post_drt_wl_per_cell_um = 23.5

[logic_synthesis]
area_leaders = mux4_2, buf_12, mux4_1
syn_inst = 39
ys_warn_count = 1
xor_share = 0
top_area_frac = 0.829
ys_area_um2 = 815
syn-cell-area_um2 = 815
aoi_share = 0
top_logic_kind = multiplexers
ys_sh_simple = 0
synth_top_cell_by_area = mux4_2
ys_cells = 39
ys_sh_adder = 0
most_common_cell = mux4_2
avgSynthCellArea_um2 = 20.9
ys_top_cells_by_count = mux4_2, buf_12, buf_2, mux4_1, buf_6
synthMuxAreaShare = 0.894
synth.distinct_cells = 5
ys_seq_frac = 0

[final_layout]
areaGrowthSynthToFinish_pct = 177
n_fill_cell = 418
drive_gt1_frac = 0.373
flops = 0
regArea_um2 = 0
clock_buffers = 0

[floorplanning]
row_count = 23
coreArea_um2 = 4120
die_area_um2 = 7400
die_y_um = 86
ios = 162
dieWidth_um = 86
core_util_floorplan = 0.198

[placement]
numPortBuffers = 162
pre_cts_ws_ns = -0.611
hpwlAfterDp_mm = 5.25
gp_congestion = 0.932

[pwr]
vdd_ir_drop_max_mv = 0.0982
power-per-cell-area_nw_per_um2 = 240
p_leak_nw = 1.10

[clocking]
post_cts_buffers = 0

[global_routing]
grt.overflow.total = 0
track_usage = 0.157
grt_start_max_net_pins = 8
grt_pass1_vias = 1357
antenna_found_initial = 0
grt_first_pass_wirelength_mm = 8.92

[flow_run]
max_cap_viol_count = 0
log.warning_count = 34

[status]
status = completed

## power by group
part           switching (mW)  total [mW]  leakage [nW]  internal (mW)
combinational           0.137       0.541          1.10          0.405
clock                       0           0             0              0
sequential                  0           0             0              0
## cell families (layout without fill, tap and decap cells)
| group | Yosys count | in the layout |
|---|---|---|
| mux | 32 | 32 |
| buf+inv | 7 | 172 |
## cells in the final DEF, fill, tap and decap left out, drive strengths merged
cell	instances
buf	43
clkdlybuf4s15	1
mux4	32
dlygate4sd2	128
## repair_timing
| item | CTS | global route |
|---|---|---|
| cloned | 4 | 0 |
| setup endpoints to repair | 32 | 28 |
| endpoints found under the hold margin | 0 | 0 |
| gates resized | 245 | 0 |
| hold buffers | 0 | 0 |
## worst max path at each step
stage / startpoint / end / slack, ns / cells past startpoint
after CTS: reg_no[1] / regData[30] / 0.0009 / 4
after global routing: reg_no[1] / regData[11] / -0.03 / 4
final: reg_no[1] / regData[18] / 0.02 / 4
## metal layers
metal,global-route usage,vias to the layer above
li1,-,537
met4,0,0
met3,0.0524,4
met5,0,-
met2,0.279,89
met1,0.194,562
## through the flow
stage               instance area, um2  total power, mW   util  hold slack [ns]  instances
CTS                               2260            0.554  0.548             1.09        254
global placement                  2480            0.715  0.602             1.62        250
detailed placement                2480            0.717  0.602             1.61        250
floorplan                          815            0.189      -            0.686         39
global route                      2260            0.588  0.548             1.10        254
finish                            2260            0.541  0.548             1.08        254
## final cells by class
class / instances / area [um2] / share of cell area
timing repair buffer: 172 / 1470 / 0.653
tap: 50 / 62.6 / 0.0277
multi-input combinational: 32 / 721 / 0.319
Power figures rest on the tool's default switching activity, not on a simulated workload.
